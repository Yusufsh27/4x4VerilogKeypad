==> /design/flow/config.mk <==
export PLATFORM = sky130hd
export DESIGN_NAME = FinalProject
export DESIGN_NICKNAME = FinalProject
export VERILOG_FILES = /design/flow/design.v
export SDC_FILE = /design/flow/constraint.sdc
export NUM_CORES = 4
export LEC_CHECK = 1
export CORE_UTILIZATION = 30
==> /design/flow/constraint.sdc <==
current_design FinalProject

set clk_period 4.0
set clk_io_pct 0.2

create_clock -name clk0 -period $clk_period [get_ports {M_CLOCK}]

set non_clock_inputs [all_inputs -no_clocks]
set_input_delay [expr $clk_period * $clk_io_pct] -clock clk0 $non_clock_inputs
set_output_delay [expr $clk_period * $clk_io_pct] -clock clk0 [all_outputs]
==> /design/flow/design.v <==
`timescale 1ns / 1ps
module FinalProject(input  M_CLOCK,	  			 
					  input Row1,Row2,Row3,Row4,
					  output reg Column1,Column2,Column3,Column4,
					  input [3:0] IO_PB,
					  output [3:0] F_LED,	  		 
					  output [7:0] IO_LED,			 
					  output reg [3:0] IO_SSEGD, 		 
					  output reg [7:0] IO_SSEG,  		 
					  output IO_SSEG_COL,
					  output DEC_POINT);	  		
	assign IO_SSEG_COL = 1;				 
	assign F_LED = ~IO_PB;
	assign DEC_POINT = 1'b1;
	assign IO_LED = 8'b00000000;
	wire FlagCheck = 1'b0;
	reg [7:0] AllPins;
	reg [31:0] ColumnCounter = 0;
	reg [31:0] DisplayCounter = 0;
	reg [1:0] ColumnState = 0;
	reg Columns = 0;
	reg DisplayResults = 0;
	reg FLAGG = 1'b0;
	reg checkflag = 1'b0;
	reg [7:0] SEG1;
	always @(posedge M_CLOCK) begin
			ColumnCounter <= ColumnCounter + 1;
			DisplayCounter <= DisplayCounter + 1;
			if (ColumnCounter == 1850000) begin  
				Columns <= ~Columns;
				ColumnCounter <= 0;
			end
			if (DisplayCounter == 125000) begin  
				DisplayResults <= ~DisplayResults;
				DisplayCounter <= 0;
			end
	end
	always @(posedge Columns) begin  
		case(ColumnState)
			0: begin
				{Column1,Column2,Column3,Column4} <= 4'b1000;				
				case ({Row1,Row2,Row3,Row4})
					4'b1000: begin
						AllPins <= ({Row1,Row2,Row3,Row4,Column1,Column2,Column3,Column4});
						FLAGG <= 1'b1;
						checkflag = 1'b1;
					end
					4'b0100: begin
						AllPins <= ({Row1,Row2,Row3,Row4,Column1,Column2,Column3,Column4});
						FLAGG <= 1'b1;
						checkflag = 1'b1;
					end
					4'b0010: begin
						AllPins <= ({Row1,Row2,Row3,Row4,Column1,Column2,Column3,Column4});
						FLAGG <= 1'b1;
						checkflag = 1'b1;
					end
					4'b0001: begin
						AllPins <= ({Row1,Row2,Row3,Row4,Column1,Column2,Column3,Column4});
						FLAGG <= 1'b1;
						checkflag = 1'b1;
					end
					default: begin
						FLAGG <= 1'b0;
						ColumnState <= 1;
					end
				endcase
			end
			1: begin
				{Column1,Column2,Column3,Column4} <= 4'b0100;
				case ({Row1,Row2,Row3,Row4})
					4'b1000: begin
						AllPins <= ({Row1,Row2,Row3,Row4,Column1,Column2,Column3,Column4});
						FLAGG <= 1'b1;
						checkflag = 1'b1;
					end
					4'b0100: begin
						AllPins <= ({Row1,Row2,Row3,Row4,Column1,Column2,Column3,Column4});
						FLAGG <= 1'b1;
						checkflag = 1'b1;
					end
					4'b0010: begin
						AllPins <= ({Row1,Row2,Row3,Row4,Column1,Column2,Column3,Column4});
						FLAGG <= 1'b1;
						checkflag = 1'b1;
					end
					4'b0001: begin
						AllPins <= ({Row1,Row2,Row3,Row4,Column1,Column2,Column3,Column4});
						FLAGG <= 1'b1;
						checkflag = 1'b1;
					end
					default: begin
						FLAGG <= 1'b0;
						ColumnState <= 2;
					end
				endcase
			end
			2: begin
				{Column1,Column2,Column3,Column4} <= 4'b0010;
				case ({Row1,Row2,Row3,Row4})
					4'b1000: begin
						AllPins <= ({Row1,Row2,Row3,Row4,Column1,Column2,Column3,Column4});
						FLAGG <= 1'b1;
						checkflag = 1'b1;
					end
					4'b0100: begin
						AllPins <= ({Row1,Row2,Row3,Row4,Column1,Column2,Column3,Column4});
						FLAGG <= 1'b1;
						checkflag = 1'b1;
					end
					4'b0010: begin
						AllPins <= ({Row1,Row2,Row3,Row4,Column1,Column2,Column3,Column4});
						FLAGG <= 1'b1;
						checkflag = 1'b1;
					end
					4'b0001: begin
						AllPins <= ({Row1,Row2,Row3,Row4,Column1,Column2,Column3,Column4});
						FLAGG <= 1'b1;
						checkflag = 1'b1;
					end
					default: begin
						FLAGG <= 1'b0;
						ColumnState <= 3;
					end
				endcase
			end
			3: begin
				{Column1,Column2,Column3,Column4} <= 4'b0001;
				case ({Row1,Row2,Row3,Row4})
					4'b1000: begin
						AllPins <= ({Row1,Row2,Row3,Row4,Column1,Column2,Column3,Column4});
						FLAGG <= 1'b1;
						checkflag = 1'b1;
					end
					4'b0100: begin
						AllPins <= ({Row1,Row2,Row3,Row4,Column1,Column2,Column3,Column4});
						FLAGG <= 1'b1;
						checkflag = 1'b1;
					end
					4'b0010: begin
						AllPins <= ({Row1,Row2,Row3,Row4,Column1,Column2,Column3,Column4});
						FLAGG <= 1'b1;
						checkflag = 1'b1;
					end
					4'b0001: begin
						AllPins <= ({Row1,Row2,Row3,Row4,Column1,Column2,Column3,Column4});
						FLAGG <= 1'b1;
						checkflag = 1'b1;
					end
					default: begin
						FLAGG <= 1'b0;
						ColumnState <= 0;
					end
				endcase
			end
			default: begin
				ColumnState <= 0;
			end
		endcase
	end
	always @(FLAGG) begin
		case (AllPins)
			8'b10001000: begin  
				SEG1 <= {DEC_POINT, 7'b1111001};  
			end
			8'b10000100: begin  
				SEG1 <= {DEC_POINT, 7'b0100100};  
			end
			8'b10000010: begin  
				SEG1 <= {DEC_POINT, 7'b0110000};  
			end
			8'b10000001: begin  
				SEG1 <= {DEC_POINT, 7'b0001000};  
			end
			8'b01001000: begin  
				SEG1 <= {DEC_POINT, 7'b0011001};  
			end
			8'b01000100: begin  
				SEG1 <= {DEC_POINT, 7'b0010010};  
			end
			8'b01000010: begin  
				SEG1 <= {DEC_POINT, 7'b0000010};  
			end
			8'b01000001: begin  
				SEG1 <= {DEC_POINT, 7'b0000011};  
			end
			8'b00101000: begin  
				SEG1 <= {DEC_POINT, 7'b1111000};  
			end
			8'b00100100: begin  
				SEG1 <= {DEC_POINT, 7'b0000000};  
			end
			8'b00100010: begin  
				SEG1 <= {DEC_POINT, 7'b0011000};  
			end
			8'b00100001: begin  
				SEG1 <= {DEC_POINT, 7'b1000110};  
			end
			8'b00011000: begin  
				SEG1 <= {DEC_POINT, 7'b1000000};  
			end
			8'b00010100: begin  
				SEG1 <= {DEC_POINT, 7'b1000000};  
			end
			8'b00010010: begin  
				SEG1 <= {DEC_POINT, 7'b1000000};  
			end
			8'b00010001: begin  
				SEG1 <= {DEC_POINT, 7'b0100001};  
			end
			default: begin
				if (checkflag == 0)
					SEG1 <= {DEC_POINT, 7'b00000000};
				else
					SEG1 <= SEG1;
			end
		endcase
	end
	always @(posedge DisplayResults) begin  
		IO_SSEGD <= 4'b0111;
		IO_SSEG <= SEG1;
	end
endmodule
==> /design/flow/run.sh <==
#!/bin/bash
# OpenROAD 26Q1-2900-gdf79404cd8, Yosys 0.63+post, stock flow scripts
make -C /OpenROAD-flow-scripts/flow DESIGN_CONFIG=/design/flow/config.mk WORK_HOME=/design/flow/orfs finish
==> run summary <==
status - complete, no violations
TritonCTS buffer count - 9
Commonest Layout Cell - dfxtp_1
clk ins delay skew pair - 320 ps
per-cell routed wire length - 10.5 µm
dominant cell type by area after synthesis - dfxtp_1
area grow syn2layout - 16.4%
CTS H-tree depth - 3
row cnt - 42
Chip Area - 13900 µm²
Seq cells post-synth - 95
clk root buf - clkbuf_16
crit path max fanout - 1
Worst Path Arrival - 1690 ps
clock transition at the registers of the reported paths - 50 ps
Slew headroom - 28.1%
skew final - 3.88 ps
Vias/cell - 4.44
final number of setup-violating endpoints - 0
CTS tree - built
Syn. warnings - 1
Final Max Tran Viols - 0
VDD IR-drop max - 285 µV
hold_buf cts - 0
PostCTS Resize Cnt - 0
Tot GR Track Use - 10.0%
Fin Setup TNS - 0 ps
routability cong. - 0.794
ANT nets after route - 0
Core Footprint - 13200 µm²
combinational gate area - 1900 µm²
Slowest Stage Delay on Critical Path - 450 ps
vias in the first global route - 2588
grt total ovfl - 0
Fmax achieved - 401 MHz
Worst setup EP type - output port
tool warning count - 30
final hold violations - 0
register pins left without a clock - 29
FP Util - 30.6%
fin crit period - 2490 ps
WS Path Type - input pin to output port
P_leak - 0.00175 µW
num ports - 39
Initial DRC Count - 98
Max Cap Viol - 0
vias after detailed routing - 2775
largest net degree at the start of global routing - 17
synthesized instance count - 414
ys cells - 414
worst-path cell chain - clkdlybuf4s50_1 > inv_1 > clkdlybuf4s50_1
Async SR Flop Fraction - 0%
syn_area_per_cell - 9.75 µm²
mapped cell area - 4040 µm²
RSZ-0062 raised after global routing - false
detailed-route DRC error count - 0
HPWL Detailed - 4.71 mm
first-pass GRT wire length - 11.5 mm
share of post-route cells with drive strength above 1 - 6.24%
antenna violations before repair - 0
Core Util, Final - 35.6%
endpoints left unconstrained - 50
register area - 2000 µm²
Die Height - 118 µm
postcts setup bufs - 0
final wirelength - 6.57 mm
diode count - 0
clk buf depth - 2
most frequent CP cell - clkdlybuf4s50_1
# fillers - 1250
number of distinct library cells after synthesis - 50
Post-synth EDFFs - 13
PwrDens - 296 nW/µm²
post-layout period usage - 62.3%
Cell area leaders - dfxtp_1 37%, edfxtp_1 9.7%, xnor2_1 8.0%, xor2_1 5.0%, nor2_1 3.4%
first-pass iteration count of the detailed router - 4
Critical-path top delay cell - clkdlybuf4s50_1
worst-margin pin slew - 1060 ps
Min-Delay Path Class - register to register
yosys synthesis chip area - 4040 µm²
crit path DRT - 3200 ps
# port buffers - 23
most instantiated logic cells after routing - 75 x dfxtp_1, 37 x nor2_1, 37 x xnor2_1
Die Wd - 118 µm
Area leader share - 37.2%
main flop type - dfxtp_1
critical path startpoint category - input pin
[cell usage after synthesis (2+ instances only)]
cell type  instances
conb_1             2
ha_1               8
o31ai_1            2
dlxtn_1            7
edfxtp_1          13
xnor2_1           37
o21ai_0           11
nand4_1           16
nor2b_1            7
nand3_1           26
nor4b_2            2
nand2b_1           5
or2_2              2
or3_1              5
nor3_1            11
nor4_1             7
and4_1             6
o211ai_1           2
inv_1             16
nor4b_1            6
a21oi_1            6
dfxtp_1           75
nand2_1           33
clkbuf_1           4
and3_1             6
buf_4             15
xor2_1            23
nor2_1            37
a21o_1             2
nand3b_1           2
[state kept, by name, summed over array words and instances, names as in the netlist]
signal and cells:
Column2 1, SEG1 7, checkflag 1, IO_SSEG 7
DisplayCounter 32, ColumnCounter 32, Column1 1, Column3 1
DisplayResults 1, AllPins 8, Columns 1, ColumnState 2
Column4 1
[stage by stage]
step	instance area [µm²]	power, µW	std cells	setup WS (ps)	hold WS, ps
global route	4700	1440	625	1440	499
floorplan	4090	693	428	2250	434
finish	4700	1390	625	1510	477
detailed placement	4430	697	609	1500	469
CTS	4700	1410	625	1500	481
global placement	4430	697	609	1510	450
[metal layers]
metal / track usage [%] / part of all wire [%] / vias to the layer above
li1: - / - / 1462
met1: 15.8 / 54 / 1271
met2: 14.5 / 41 / 36
met3: 2.62 / 4.0 / 6
met4: 1.12 / 1.2 / 0
met5: 0 / 0 / -
[kinds of logic (layout without fill, tap and decap cells)]
family	count (synthesis)	count (layout)	share of synthesized area, %
latches	7	7	2.60
flops	88	88	46.9
other cells	2	16	0.186
buf+inv	37	58	4.90
simple gates	185	185	26.0
compound gates	27	27	3.97
xor+xnor	60	60	13.0
fa+ha+maj	8	8	2.48
[cell type report]
| type | instances | area share (%) |
|---|---|---|
| flip-flops and latches | 95 | 42.5 |
| multi-input cells | 296 | 40.3 |
| clock buffers | 13 | 5.54 |
| repair buffers | 26 | 5.38 |
| well taps | 176 | 4.68 |
| inverters | 16 | 1.28 |
| clock inverters | 3 | 0.319 |
[power breakdown]
group          internal [µW]  leakage (µW)  switching, µW
Sequential               664      0.000786              0
Clock                    449      0.000139            260
Combinational           12.4      0.000827           6.93
[worst paths after layout]
check                     from           endpoint  slack (ps)  cells past startpoint
max                   IO_PB[0]           F_LED[0]        1510                      3
min          ColumnCounter[31]  ColumnCounter[31]         480                      1
max reg2reg  ColumnCounter[21]   ColumnCounter[2]        1820                      5
min reg2reg  ColumnCounter[31]  ColumnCounter[31]         480                      1
[critical path, delay by kind of cell]
family	cells	cell delay, ps
buf+inv	3	890
Power figures rest on the tool's default switching activity, not on a simulated workload.
